===== flow/run.sh =====
#!/bin/bash
# OpenROAD 26Q1-2900-gdf79404cd8, Yosys 0.63+post, stock flow scripts
make -C /OpenROAD-flow-scripts/flow DESIGN_CONFIG=/design/flow/config.mk WORK_HOME=/design/flow/orfs finish

===== flow/config.mk =====
export PLATFORM = sky130hd
export DESIGN_NAME = negative
export DESIGN_NICKNAME = negative
export VERILOG_FILES = /design/flow/design.v
export SDC_FILE = /design/flow/constraint.sdc
export NUM_CORES = 4
export LEC_CHECK = 1
export CORE_AREA = 10 10 70 70
export DIE_AREA = 0 0 80 80
export SYNTH_HDL_FRONTEND = slang

===== flow/constraint.sdc =====
current_design negative

set clk_period 3.2
set clk_io_pct 0.2

create_clock -name clk0 -period $clk_period

set non_clock_inputs [all_inputs -no_clocks]
set_input_delay [expr $clk_period * $clk_io_pct] -clock clk0 $non_clock_inputs
set_output_delay [expr $clk_period * $clk_io_pct] -clock clk0 [all_outputs]

===== flow/design.v =====
module negative #(parameter WIDTH = 8) (
    input  logic [WIDTH-1:0] a,
    output logic [WIDTH-1:0] y
);
  assign y = ~a + 1;
endmodule

==> out/results.tsv <==
metric	value	unit
outcome	finished, final reports clean	
crit path DRT	2.56	ns
Setup crit start kind	input port	
Pwr per Cell Area	108.5	nW/um2
Max-cap violations	0	
syn_area_per_cell	7.646	um2
VDD IR max	12.04	uV
count of cell types in the netlist	11	
register area	0	um2
Final Hold Fails	0	
Total GRT Usage	1.686	%
max_slew headroom	85.16	%
Die Width	80	um
clock buffers	0	
Setup violations, final	0	
Crit-path slowest cell	or4_4	
largest net degree at the start of global routing	5	
Synth Cell Area	137.6	um2
IO Count	16	
Min-Delay Path Class	in -> out	
CP bufs+invs	2	
cell count after synthesis	18	
Top delay family on crit path	buffers and inverters	
Final Cycle Share	95.99	%
DRT Wirelength	582	um
Yosys top cell by instances	xnor2_1	
CP dominant cell by count	clkdlybuf4s50_1	
Starting Density	4.029	%
Antenna Violating Nets Remaining	0	
Post-Route Setup TNS	0	ns
global placement routability congestion	0.7317	
# rows	21	
die height	80	um
initial antenna violation count	0	
grt ovf	0	
Avg WL per Cell	7.185	um
fin crit period	3.072	ns
Seq cells	0	
Slew Limit Fails	0	
1st-pass router iterations	2	
synthesis-to-finish area growth	163.6	%
vias	175	
first-pass GRT wire length	890	um
hold buffers post-CTS	0	
fill cell count	397	
synth warn	0	
dominant cell type by area after synthesis	xnor2_1	
RSZ-0062 raised after global routing	false	
Hold EP	y[7]	
Post-CTS Resized	0	
leak pwr	0.1159	nW
crit path DAT	2.43	ns
core footprint	3416	um2
I/O Buffers	16	
WS Path Type	in -> out	
Dominant cell area share	25.45	%
antenna cells	0	
top post-synthesis cells by count	4 x xnor2_1, 3 x nor2_1, 2 x inv_1, 2 x xor2_1	
slew at the pin closest to its max-slew limit	0.2219	ns
share of layout cells above drive strength 1	11.43	%
crit end category	output pin	
Worst path max stage delay	0.57	ns
WHS Path Cells	3	
Post-Route Hold Slack	2.226	ns
Initial DRC Count	2	
Cell area leaders	xnor2_1 25%, nor4_4 15%, xor2_1 13%	
die footprint	6400	um2
crit-path max FO	3	
synthesis area per yosys	137.6	um2
fmax	325.6	MHz
sequential-to-total area share from yosys stat	0	%
Detailed Place HPWL	523.5	um
via/cell ratio	2.160	
min-delay src	a[7]	
OpenROAD warning count	32	
vias in the first global route	186	
post-CTS setup buffers	0	
DRC	0	
ys cells	18	
Critical Path, Cell by Cell	clkdlybuf4s50_1, or4_4, nor4_4, xnor2_1, clkdlybuf4s50_1	
cell usage in the layout, fill, tap and decap left out:
master and count:
xor2_1 2, nor3_1 1, or4_4 1, nand3_1 1
buf_4 2, nor4_4 1, inv_1 2, ha_1 1
clkdlybuf4s50_1 16, xnor2_1 4, nor2_1 3, nand2_1 1
logic make-up after synthesis:
kind of cell	synth area share (%)
and+or+nand+nor	41.81
buffers and inverters	10.91
xor gates and xnor gates	38.18
adders and majority gates	9.089
cell type report:
cell class	count	area, um2	share of cell area, %
timing repair buffer	18	175.2	48.28
tap	46	57.56	15.86
inverter	2	7.507	2.069
multi-input combinational	15	122.6	33.79
metrics by stage:
stage	total power [mW]	setup WS, ns	instance area [um2]	std cells	utilization (%)
floorplan	0.007775	1.127	137.6	18	-
global route	0.04386	0.05811	362.8	81	10.62
detailed placement	0.03995	0.1322	362.8	81	10.62
CTS	0.04035	0.1266	362.8	81	10.62
finish	0.03938	0.1284	362.8	81	10.62
global placement	0.03981	0.1397	362.8	81	10.62
routing by layer:
metal  track usage (%)  vias up  part of all wire [%]
li1                  -       92                     -
met1             2.175       69                    43
met2             2.087       14                    27
met3             1.591        0                    30
met4                 0        0                     0
met5                 0        -                     0
worst max path at each step:
stage,cells past startpoint,slack (ns),start,to
6_report,5,0.13,a[1],y[7]
5_1_grt,5,0.06,a[1],y[7]
4_1_cts,5,0.13,a[1],y[7]
where the power goes:
part | total, mW | leakage, nW | switching, mW | internal [mW]
clock network | 0 | 0 | 0 | 0
registers | 0 | 0 | 0 | 0
logic | 0.0394 | 0.116 | 0.0117 | 0.0277
total | 0.0394 | 0.116 | 0.0117 | 0.0277
No activity file was given, so power comes from the tool's default toggle rates.
